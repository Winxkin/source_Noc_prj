**flow/run.sh**
```bash
#!/bin/bash
# OpenROAD 26Q1-2900-gdf79404cd8, Yosys 0.63+post, stock flow scripts
make -C /OpenROAD-flow-scripts/flow DESIGN_CONFIG=/design/flow/config.mk WORK_HOME=/design/flow/orfs finish
```
**flow/config.mk**
```make
export PLATFORM = sky130hd
export DESIGN_NAME = block_input
export DESIGN_NICKNAME = block_input
export VERILOG_FILES = /design/flow/design.v
export SDC_FILE = /design/flow/constraint.sdc
export NUM_CORES = 4
export LEC_CHECK = 1
export CORE_UTILIZATION = 30
```
**flow/constraint.sdc**
```tcl
current_design block_input

set clk_period 3.3
set clk_io_pct 0.2

create_clock -name clk0 -period $clk_period [get_ports {clk}]

set non_clock_inputs [all_inputs -no_clocks]
set_input_delay [expr $clk_period * $clk_io_pct] -clock clk0 $non_clock_inputs
set_output_delay [expr $clk_period * $clk_io_pct] -clock clk0 [all_outputs]
```
**flow/design.v**
```verilog
`timescale 1ns / 1ps
module block_input
#(parameter DATA_WIDTH = 8,
  parameter N_REGISTER = 3,
  parameter N_ADD = 2)
(
input [N_ADD-1:0] X_cur,Y_cur,   
input clk,rst,
input grant,  
input val,   
output ret,  
input [DATA_WIDTH-1:0]Data_in,  
output [DATA_WIDTH-1:0]Data_out,
output [N_REGISTER-1:0] register    
    );
wire write_wire, read_wire;
wire empty_wire,full_wire; 
wire [DATA_WIDTH-1:0]Data_bus;
input_flow_control IFC(.val(val),.full(full_wire),.ret(ret),.write(write_wire));
FIFO_Buffer BUFFER(.Data_in(Data_in),
							.clk(clk),.rst(rst),
							.write(write_wire),.read(read_wire),
							.empty(empty_wire),.full(full_wire),
							.Data_out(Data_bus));
input_controler RC(.X_cur(X_cur),.Y_cur(Y_cur),
							.Data_in(Data_bus),.Data_out(Data_out),
							.clk(clk),.rst(rst),
							.register(register),.read(read_wire),
							.empty(empty_wire),.grant(grant));
endmodule
`timescale 1ns / 1ps
module FIFO_Buffer
#(parameter DATA_WIDTH = 8,
  parameter ADD_BIT = 2)  
(input [DATA_WIDTH-1:0] Data_in,
 input clk, rst, write, read,
 output [DATA_WIDTH-1:0] Data_out,
 output empty, full
 );
 reg [DATA_WIDTH-1:0] fifo[2**ADD_BIT-1:0]; 
 reg [ADD_BIT-1:0] rd_ptr_reg, rd_ptr_next, rd_ptr_succ;
 reg [ADD_BIT-1:0] wr_ptr_reg, wr_ptr_next, wr_ptr_succ;
 reg full_reg, full_next, empty_reg, empty_next;
 wire wr_en;
 always@(posedge clk)
	begin
		if(wr_en)
			fifo[wr_ptr_reg] <= Data_in;	
	end
assign Data_out = fifo[rd_ptr_reg];
assign wr_en = write & (~full_reg);
always@(posedge clk, posedge rst)
	begin
		if(rst)
			begin
				rd_ptr_reg <= 0;
				wr_ptr_reg <= 0;
				full_reg <= 1'b0;
				empty_reg <= 1'b1;
			end
		else
			begin
				rd_ptr_reg <= rd_ptr_next;
				wr_ptr_reg <= wr_ptr_next;
				full_reg <= full_next;
				empty_reg <= empty_next;
			end
	end
always @*
	begin
		rd_ptr_succ = rd_ptr_reg + 1;
		wr_ptr_succ = wr_ptr_reg + 1;
		wr_ptr_next = wr_ptr_reg;
		rd_ptr_next = rd_ptr_reg;
		full_next = full_reg;
		empty_next = empty_reg;
		case({write,read})
			2'b01:  
				if(~empty_reg)  
					begin
						rd_ptr_next = rd_ptr_succ;
						full_next = 1'b0;
						if(rd_ptr_succ == wr_ptr_reg)
							empty_next = 1'b1;
					end
			2'b10:  
				if(~full_reg)  
					begin
						wr_ptr_next = wr_ptr_succ;
						empty_next = 1'b0;
						if(wr_ptr_succ == rd_ptr_reg)
							full_next = 1'b1;
					end
			2'b11:  
				begin 
					rd_ptr_next = rd_ptr_succ;
					wr_ptr_next = wr_ptr_succ;
				end
		endcase
	end
assign full = full_reg;
assign empty = empty_reg;
endmodule
`timescale 1ns / 1ps
module input_controler
#(parameter DATA_WIDTH = 8,
  parameter N_REGISTER = 3,
  parameter N_ADD = 2)
(input [N_ADD-1:0] X_cur,Y_cur,
 input [DATA_WIDTH-1:0] Data_in,
 output reg [DATA_WIDTH-1:0] Data_out,
 input empty,grant,
 input clk,rst,
 output wire read,
 output reg [N_REGISTER-1:0] register
 );
reg [N_ADD-1:0] x_add_cur,y_add_cur;
reg [DATA_WIDTH-1:0] data_reg;
reg [N_ADD-1:0] x_add_des,y_add_des;
localparam [N_REGISTER-1:0] not_register = 3'b111;
always@(posedge clk, posedge rst)
	begin
		if(rst)
			begin
				x_add_cur = X_cur;
				y_add_cur = Y_cur;
				Data_out = 0;
				register = not_register;
			end
		else
			begin
				if(empty == 0)
				begin
					data_reg = Data_in;
					x_add_des = {data_reg[1],data_reg[0]};  
					y_add_des = {data_reg[3],data_reg[2]};  
					Data_out = data_reg;
					if(x_add_des == x_add_cur)
						begin
							if(y_add_des == y_add_cur)
								register = 3'b000;  
							else
								begin
									if(y_add_des > y_add_cur)
										register = 3'b011;  
									if(y_add_des < y_add_cur)
										register = 3'b100;  
								end
						end
					else
						begin
							if(x_add_des > x_add_cur)
								register = 3'b001;  
							if(x_add_des < x_add_cur)
								register = 3'b010;  
						end
				end
				if(empty == 1)
					begin
						Data_out = 0;
						register = not_register;
					end
			end
	end
assign read = (rst == 0 && empty == 0 && grant == 1) ? 1'b1 : 1'b0;
endmodule
`timescale 1ns / 1ps
module input_flow_control
(input val,full,
 output ret,write
 );
assign write = (full == 0 && val == 1)? 1'b1 : 1'b0;
assign ret = full;
endmodule
```
==> run_results.csv <==
group,metric,value,unit
clock_network,cts_hold_buffers,0,
placed_design,routabilityCongestion,0.7375,
power_and_ir_drop,ir_worst_vdd,0.1686,mV
placed_design,portBuffers,27,
run_status,status,"finished clean",
die,fp_util,31.73,%
routing,dr.first_iter.drc_count,58,
worst_setup_path,path_max_fanout,13,
die,coreArea,0.006495,sq mm
final_timing,period_minus_slack,2.366,ns
worst_setup_path,cp_slowest_cell,"dfrtp_1",
clock_network,ctsHtreeMaxLevel,2,
global_route,grt_max_degree,18,
logic_synthesis,top_area_share,46.63,%
clock_network,cts_tree,"done",
logic_synthesis,ys_types,28,
worst_setup_path,max_stage_delay,0.76,ns
final_timing,tns,0,ns
final_timing,worst-slew-pin-transition,0.6759,ns
worst_setup_path,cp_data_required_time,3.54,ns
clock_network,cts-buffers-inserted,5,
worst_setup_path,r2r_slack,0.93,ns
clock_network,cts_resized,0,
logic_synthesis,synth.avg_cell_area,17.03,sq um
final_timing,drv_slew,0,
power_and_ir_drop,power_density,786.8,mW/mm^2
worst_setup_path,crit_type,"reg2reg",
logic_synthesis,ys_cells,121,
routing,antenna_left,0,
logic_synthesis,top_area_cell,"edfxtp_1",
final_timing,finalCritPeriodShare,71.69,%
final_timing,unconstrained_endpoints,4,
die,die_x,84.88,microns
final_timing,rsz0062_at_grt,"false",
routing,diodes,0,
run,drv_cap,0,
final_layout,largest-register,"BUFFER.fifo",
final_layout,largest_reg_flops,32,
worst_hold_path,min_path_type,"reg2reg",
final_timing,finalHoldViolations,0,
clock_network,cts.clk_slew.worst_paths,0.09,ns
worst_setup_path,rr_worst_depth,5,
logic_synthesis,top_cells_by_area,"edfxtp_1 (47%), dfrtp_1 (16%), mux4_2 (5.5%)",
final_timing,max_slew_margin,54.89,%
global_route,grt_pass1_vias,1072,
worst_setup_path,crit_chain,"mux4_1 > ha_1 > nor2b_1 > a211o_1 > nand3_1",
routing,drt-total-wl,3120,microns
die,die_y,84.88,microns
global_route,grt_use_total,10.04,%
placed_design,post-dp-hpwl,2203,microns
worst_setup_path,cp.arrival,2.60,ns
logic_synthesis,ys_area,0.002061,sq mm
global_route,grt_pass1_wl,5230,microns
routing,route.detailed.drc,0,
logic_synthesis,syn_area,0.002061,sq mm
routing,wl_per_cell,13.57,microns
power_and_ir_drop,p_leak,0.9415,nW
clock_network,cts.path.max_buffers,2,
final_timing,fmax,422.7,MHz
final_layout,post-route-util,38.39,%
logic_synthesis,yosys_warnings,4,
clock_network,insertion_delay,0.30,ns
final_layout,nFillCells,582,
worst_hold_path,holdPathEnd,"RC.Data_out[2]$_DFF_PP0_",
worst_setup_path,crit-reg2reg-capture,"RC.register[1]$_DFFE_PP1P_",
die,ios,28,
worst_setup_path,r2r-start,"BUFFER.rd_ptr_reg[0]$_DFFE_PP0P_",
final_layout,stdcell_area,0.002494,sq mm
final_timing,fin_worst_skew,0.006819,ns
worst_setup_path,worst-path-buf-inv,0,
worst_setup_path,crit_path_end_kind,"register",
power_and_ir_drop,power,1.962,mW
final_timing,unclocked_pins,4,
worst_setup_path,crit_cells,5,
routing,firstDrtPassIters,25,
worst_setup_path,crit_family,"flip-flops",
clock_network,post_cts_buffers,0,
die,row_count,29,
routing,via_per_inst,4.509,
final_layout,drive_gt1_share,11.11,%
clock_network,clock_tree.root_cell,"clkbuf_8",
run,warnings,28,
die,die_area,0.007205,sq mm
worst_hold_path,hold-path-cell-count,1,
global_route,grt-ovfl-total,0,
worst_hold_path,min_from,"BUFFER.empty_reg$_DFFE_PP1P_",
logic_synthesis,synth-edff-count,32,
worst_setup_path,cp-start-kind,"register",
final_layout,area_growth,21.01,%
final_timing,setup_viol,0,
routing,via_count,1037,
placed_design,dpl-instance-area,0.002407,sq mm
final_timing,whs,0.5231,ns
logic_synthesis,synth-seq-cells,53,
logic_synthesis,synth_cells,121,
global_route,antenna_found_initial,0,
logic_synthesis,synth-main-ff-cell,"edfxtp_1",
logic_synthesis,synthArstFlopShare,32.08,%
[per-layer routing]
layer  vias up  part of all wire, %  global-route usage, %
met4         0                  1.6                  1.387
met1       496                   44                  13.62
li1        504                    -                      -
met3         5                  7.4                  4.245
met5         -                    0                      0
met2        32                   47                  16.33
[how the worst max path moves through the flow]
stage,end,from
finish,RC.register[1]$_DFFE_PP1P_,BUFFER.rd_ptr_reg[0]$_DFFE_PP0P_
global route,RC.register[1]$_DFFE_PP1P_,BUFFER.rd_ptr_reg[0]$_DFFE_PP0P_
CTS,RC.register[1]$_DFFE_PP1P_,BUFFER.rd_ptr_reg[0]$_DFFE_PP0P_
[worst register-to-register path, cell delays in order, from the launching register on]
cell	delay [ns]
dfrtp_1	0.76
mux4_1	0.68
ha_1	0.36
nor2b_1	0.16
a211o_1	0.26
nand3_1	0.08
[cell type report]
cell class / count / area [sq um] / share of cell area (%)
Clock inverter: 2 / 13.76 / 0.5519
Sequential cell: 53 / 1451 / 58.20
Clock buffer: 6 / 72.57 / 2.910
Tap cell: 77 / 96.34 / 3.864
Inverter: 8 / 30.03 / 1.204
Multi-Input combinational cell: 57 / 559.3 / 22.43
Timing Repair Buffer: 27 / 270.3 / 10.84
[placed cells by master (no fill, tap or decap), drive strengths merged]
| master | instances |
|---|---|
| dfrtp | 13 |
| nand2 | 5 |
| edfxtp | 32 |
| mux2i | 1 |
| and2 | 10 |
| inv | 9 |
| nor4bb | 1 |
| nor2b | 3 |
| clkinv | 1 |
| clkdlybuf4s50 | 27 |
| and4bb | 1 |
| o21ai | 2 |
| o2111ai | 1 |
| nor3b | 1 |
| a21oi | 1 |
| ha | 8 |
| nand2b | 1 |
| xnor2 | 4 |
| xor2 | 2 |
| dlxtp | 4 |
| dfstp | 4 |
| a31oi | 1 |
| clkbuf | 6 |
| nand3 | 2 |
| mux4 | 8 |
| a211o | 2 |
| nor2 | 3 |
[through the flow]
step           instances  setup WS [ns]
2_1_floorplan        121          1.408
3_3_place_gp         222         0.9205
3_5_place_dp         222         0.8587
4_1_cts              230         0.8941
5_1_grt              230         0.8129
6_report             230         0.9344
[cell usage after synthesis, types with 2 or more instances]
library cell and n:
edfxtp_1 32, dfrtp_1 13, xnor2_1 4, o21ai_0 2, mux4_1 3, nand2_1 5
and2_1 10, a211o_1 2, mux4_2 5, nand3_1 2, nor2_1 3, ha_1 8
inv_1 8, xor2_1 2, dfstp_2 4, dlxtp_1 4, nor2b_1 3
[cells by family (layout without fill, tap and decap cells)]
group,Yosys count,count (layout),synth area share (%)
compound gates,7,7,2.307
xor+xnor,6,6,2.550
fa+ha+maj,8,8,4.858
buf+inv,11,43,2.428
flops,49,49,67.52
latches,4,4,2.915
mux,9,9,9.776
simple gates,27,27,7.651
[where the power goes]
group	leakage [nW]	internal (mW)	switching (mW)
registers	0.521	0.855	0.119
logic	0.375	0.399	0.248
clock network	0.0456	0.151	0.191
No activity file was given, so power comes from the tool's default toggle rates.
