===== flow/run.sh =====
#!/bin/bash
# OpenROAD 26Q1-2900-gdf79404cd8, Yosys 0.63+post, stock flow scripts
make -C /OpenROAD-flow-scripts/flow DESIGN_CONFIG=/design/flow/config.mk WORK_HOME=/design/flow/orfs finish

===== flow/config.mk =====
export PLATFORM = sky130hd
export DESIGN_NAME = switch
export DESIGN_NICKNAME = switch
export VERILOG_FILES = /design/flow/design.v
export SDC_FILE = /design/flow/constraint.sdc
export NUM_CORES = 4
export LEC_CHECK = 1
export CORE_UTILIZATION = 30

===== flow/constraint.sdc =====
current_design switch

set clk_period 6.8
set clk_io_pct 0.2

create_clock -name clk0 -period $clk_period [get_ports {clk}]

set non_clock_inputs [all_inputs -no_clocks]
set_input_delay [expr $clk_period * $clk_io_pct] -clock clk0 $non_clock_inputs
set_output_delay [expr $clk_period * $clk_io_pct] -clock clk0 [all_outputs]

===== flow/design.v =====
`timescale 1ns / 1ps
module crossbar
#(parameter DATA_WIDTH = 8,
  parameter N_BIT_SEL = 3)
(input [DATA_WIDTH-1:0] In_L, In_N, In_E, In_W, In_S,
 output reg [DATA_WIDTH-1:0] Out_L, Out_N, Out_E, Out_W, Out_S,
 input[N_BIT_SEL-1:0] Select_L, Select_N,Select_E, Select_W, Select_S
    );
	always@(*)
		begin
					case(Select_L)
						3'd0: Out_L = In_L;
						3'd1: Out_L = In_N;
						3'd2: Out_L = In_E;
						3'd3: Out_L = In_S;
						3'd4: Out_L = In_W;
						default: Out_L = 0;
					endcase
					case(Select_N)
						3'd0: Out_N = In_L;
						3'd1: Out_N = In_N;
						3'd2: Out_N = In_E;
						3'd3: Out_N = In_S;
						3'd4: Out_N = In_W;
						default: Out_N = 0;
					endcase
					case(Select_W)
						3'd0: Out_W = In_L;
						3'd1: Out_W = In_N;
						3'd2: Out_W = In_E;
						3'd3: Out_W = In_S;
						3'd4: Out_W = In_W;
						default: Out_W = 0;
					endcase
					case(Select_S)
						3'd0: Out_S = In_L;
						3'd1: Out_S = In_N;
						3'd2: Out_S = In_E;
						3'd3: Out_S = In_S;
						3'd4: Out_S = In_W;
						default: Out_S = 0;
					endcase
					case(Select_E)
						3'd0: Out_E = In_L;
						3'd1: Out_E = In_N;
						3'd2: Out_E = In_E;
						3'd3: Out_E = In_S;
						3'd4: Out_E = In_W;
						default: Out_E = 0;
					endcase
		end
endmodule
`timescale 1ns / 1ps
module switch_atriber
#(parameter N_BIT_SEL = 3,
  parameter N_REGISTER = 3)
( input [N_REGISTER-1:0] request_L, request_N, request_E, request_S, request_W,
  output reg grant_L,grant_N,grant_E,grant_S,grant_W,
  input full_L, full_N, full_E, full_S, full_W,
  input clk, rst,
  output reg [N_BIT_SEL-1:0] select_L, select_N, select_E, select_S, select_W
);
reg [N_REGISTER-1:0] request[4:0];
reg [2:0] count;
localparam [N_REGISTER-1:0] OUT_L = 3'b000;
localparam [N_REGISTER-1:0] OUT_E = 3'b001;
localparam [N_REGISTER-1:0] OUT_W = 3'b010;
localparam [N_REGISTER-1:0] OUT_N = 3'b011;
localparam [N_REGISTER-1:0] OUT_S = 3'b100;
localparam [N_BIT_SEL-1:0] IN_NON = 3'd5;
localparam [N_BIT_SEL-1:0] IN_L = 3'd0;
localparam [N_BIT_SEL-1:0] IN_N = 3'd1;
localparam [N_BIT_SEL-1:0] IN_E = 3'd2;
localparam [N_BIT_SEL-1:0] IN_S = 3'd3;
localparam [N_BIT_SEL-1:0] IN_W = 3'd4;
always@*
	begin
		request[0] <= request_L;
		request[1] <= request_N;
		request[2] <= request_E;
		request[3] <= request_S;
		request[4] <= request_W;
	end
always@(posedge clk, posedge rst)
	begin
		if(rst)
			begin
				select_L = IN_NON;
				select_N = IN_NON;
				select_E = IN_NON;
				select_W = IN_NON;
				select_S = IN_NON;
				grant_L = 0;
				grant_N = 0;
				grant_E = 0;
				grant_W = 0;
				grant_S = 0;
				count = 0;
			end
		else
			begin
				if(count < 5)
					begin
						if(request[count] == OUT_L)  
							begin
								case(count)
									0: select_L = IN_L;  
									1: select_L = IN_N;  
									2: select_L = IN_E;  
									3: select_L = IN_S;  
									4: select_L = IN_W;  
									default: select_L = IN_NON;
								endcase
							end
						 else if(request[count] == OUT_E) 
							begin
								case(count)
									0: select_E = IN_L;  
									1: select_E = IN_N;  
									2: select_E = IN_E;  
									3: select_E = IN_S;  
									4: select_E = IN_W;  
									default: select_E = IN_NON;
								endcase
							end
						else if(request[count] == OUT_W) 
							begin
								case(count)
									0: select_W = IN_L;  
									1: select_W = IN_N;  
									2: select_W = IN_E;  
									3: select_W = IN_S;  
									4: select_W = IN_W;  
									default: select_W = IN_NON;
								endcase
							end
						else if(request[count] == OUT_N) 
							begin
								case(count)
									0: select_N = IN_L;  
									1: select_N = IN_N;  
									2: select_N = IN_E;  
									3: select_N = IN_S;  
									4: select_N = IN_W;  
									default: select_N = IN_NON;
								endcase
							end
						else if(request[count] == OUT_S) 
							begin
								case(count)
									0: select_S = IN_L;  
									1: select_S = IN_N;  
									2: select_S = IN_E;  
									3: select_S = IN_S;  
									4: select_S = IN_W;  
									default: select_S = IN_NON;
								endcase
							end
						else
							begin
								select_L = IN_NON;
								select_N = IN_NON;
								select_E = IN_NON;
								select_W = IN_NON;
								select_S = IN_NON;
							end
						if((select_L == IN_L && full_L == 1'b0) || (select_N == IN_L && full_N == 1'b0) || (select_E == IN_L && full_E == 1'b0) ||
							(select_W == IN_L && full_W == 1'b0) || (select_S == IN_L && full_S == 1'b0))
								grant_L = 1;
						else
								grant_L = 0;
						if((select_L == IN_N && full_L == 1'b0) || (select_N == IN_N && full_N == 1'b0) || (select_E == IN_N && full_E == 1'b0)||
							(select_W == IN_N && full_W == 1'b0) || (select_S == IN_N && full_S == 1'b0))
								grant_N = 1;
						else
								grant_N = 0;
						if((select_L == IN_E && full_L == 1'b0) || (select_N == IN_E && full_N == 1'b0) || (select_E == IN_E && full_E == 1'b0) ||
							(select_W == IN_E && full_W == 1'b0) || (select_S == IN_E && full_S == 1'b0))							 
								grant_E = 1;
						else
								grant_E = 0;	
						if((select_L == IN_W && full_L == 1'b0) || (select_N == IN_W && full_N == 1'b0)|| (select_E == IN_W && full_E == 1'b0) ||
							(select_W == IN_W && full_W == 1'b0) || (select_S == IN_W && full_S == 1'b0))
								grant_W = 1;
						else
								grant_W = 0;
						if((select_L == IN_S && full_L == 1'b0) || (select_N == IN_S && full_N == 1'b0) || (select_E == IN_S && full_E == 1'b0) ||
							(select_W == IN_S && full_W == 1'b0) || (select_S == IN_S && full_S == 1'b0))
								grant_S = 1;
						else
								grant_S = 0;
					end
				if(count == 4)
					count = 0;
				else
					count = count + 1;
			end
	end
endmodule
`timescale 1ns / 1ps
module switch
#(parameter N_BIT_SEL = 3,
  parameter N_REGISTER = 3,
  parameter DATA_WIDTH = 8)
(input [DATA_WIDTH-1:0] In_L, In_N, In_E, In_W, In_S,
 output [DATA_WIDTH-1:0] Out_L, Out_N, Out_E, Out_W, Out_S,
 input clk, rst,
 input [N_REGISTER-1:0] request_L, request_N, request_E, request_S, request_W,
 output grant_L,grant_N,grant_E,grant_S,grant_W,
 input full_L, full_N, full_E, full_S, full_W  
    );
wire [N_BIT_SEL-1:0] select_L, select_N, select_E, select_S, select_W;
crossbar ST (.In_L(In_L),.In_N(In_N),.In_E(In_E),.In_W(In_W),.In_S(In_S),
					.Out_L(Out_L),.Out_N(Out_N),.Out_E(Out_E),.Out_W(Out_W),.Out_S(Out_S),
					.Select_L(select_L),.Select_N(select_N),.Select_E(select_E),.Select_S(select_S),.Select_W(select_W));
switch_atriber SA (.clk(clk),.rst(rst),
							.select_L(select_L),.select_N(select_N),.select_E(select_E),.select_S(select_S),.select_W(select_W),
							.request_L(request_L),.request_N(request_N),.request_E(request_E),.request_S(request_S),.request_W(request_W),
							.grant_L(grant_L),.grant_N(grant_N),.grant_E(grant_E),.grant_S(grant_S),.grant_W(grant_W),
							.full_L(full_L),.full_N(full_N),.full_E(full_E),.full_S(full_S),.full_W(full_W));
endmodule

==> flow_summary.rst <==
Run summary
-----------

.. list-table::
   :header-rows: 1

   * - Metric
     - Value
   * - Outcome
     - finished, final reports clean
   * - Critical path data required time
     - 5.44 ns
   * - Post-CTS Resized
     - 0
   * - Dominant register cell in the synthesized netlist
     - dfrtp_1
   * - Log Warnings
     - 28
   * - Startpoint of the worst hold path
     - SA.count[0]$_DFF_PP0_
   * - Average cell area after synthesis
     - 8.827 sq um
   * - Vias in the first global route
     - 4530
   * - Setup-failing EPs final
     - 0
   * - Minimum period implied by the final worst setup slack
     - 4.159 ns
   * - Category of the critical setup timing path
     - primary input to output pin
   * - Distinct cells, synth
     - 78
   * - Post-synthesis cell area
     - 4202 sq um
   * - Worst path bufs/invs
     - 2
   * - Cell taking the most area after synthesis
     - dfrtp_1
   * - Critical-path maximum fanout
     - 5
   * - Ratio of final minimum period to clock period
     - 61.17%
   * - Fraction of final layout cells sized beyond drive strength 1
     - 12.27%
   * - Initial cell density of the core
     - 31.23%
   * - Share of the yosys chip area belonging to registers
     - 32.01%
   * - Post-layout utilization of the core
     - 40.36%
   * - Number of hold buffers added after cts
     - 0
   * - Count of fill cells added during filler insertion
     - 1301
   * - Instance count on the critical path
     - 4
   * - Worst setup path endpoint
     - Out_S[4]
   * - Number of endpoints with negative hold slack in the final report
     - 0
   * - Area of the core
     - 13450 sq um
   * - Number of levels in the clock H-tree
     - 2
   * - YS chip area
     - 4202 sq um
   * - Worst min path class
     - flop to flop
   * - Reg-to-reg startpoint
     - SA.count[2]$_DFF_PP0_
   * - Clock latency of the later-clocked register in the worst-skew pair
     - 0.29 ns
   * - Maximum number of pins on one net before global-route repair
     - 54
   * - Worst path top cell family by delay
     - buffers and inverters
   * - TritonCTS clock tree
     - built
   * - Final wirelength
     - 15630 microns
   * - Proportion of register bits with asynchronous set or reset after synthesis
     - 100.0%
   * - Area of all placed cells without fillers
     - 5429 sq um
   * - Dominant cell by count in the synthesized netlist
     - nand2_1
   * - Wire length of the first global-routing pass
     - 24610 microns
   * - Clock buffers created by TritonCTS
     - 5
   * - Cell count listed in synth_stat.txt
     - 476
   * - Gate Count Post-Synth
     - 476
   * - TNS Setup
     - 0 ns
   * - I/O pins
     - 107
   * - Number of sinks driven by the clock tree
     - 53
   * - Mean number of vias per cell
     - 6.333
   * - Slowest stage cell on the critical path
     - clkdlybuf4s50_1
   * - Library cell appearing most often on the critical path
     - clkdlybuf4s50_1
   * - Count of buffers added by post-CTS timing repair for setup
     - 0
   * - Setup repair after global routing missed its margin
     - no
   * - Origin of the worst setup path
     - In_S[4]
   * - Clock transition at the registers of the reported paths
     - 0.07 ns
   * - Area growth from synthesis to layout
     - 29.21%
   * - Area share of the largest cell type after synthesis
     - 22.63%
   * - Achievable Freq
     - 240.4 MHz
   * - Normalized max-slew margin
     - 44.66%
   * - DR vias
     - 4623
   * - Violation count after the first detailed-route iteration
     - 720
   * - Number of max-slew violations in the final report
     - 0
   * - DP HPWL
     - 11060 microns
   * - Worst clock skew on the final layout
     - 0.006498 ns
   * - Yosys warning count
     - 3
   * - Residual DRC count
     - 0
   * - Minimum setup slack among reg-to-reg paths
     - 3.07 ns
   * - Cell Area, Placed
     - 5273 sq um
   * - Category of the worst setup path capture point
     - output pin
   * - Top cells by area
     - dfrtp_1 23%, a222oi_1 9.5%, dfstp_2 9.4%
   * - Power per unit of standard cell area
     - 150.3 nW/um^2
   * - Critical Path Max Stage Delay
     - 0.50 ns
   * - R2r worst-path depth
     - 9
   * - Clock root buffer
     - clkbuf_16
   * - Number of rows in the core area
     - 42
   * - #FFs+latches synth
     - 53
   * - Number of detailed-route iterations in the first pass
     - 10
   * - Leakage power summed over all cells
     - 2.154 nW
   * - Reg-to-reg critical path endpoint
     - SA.grant_W$_DFFE_PP0P_
   * - Average routed wire per standard cell
     - 21.41 microns
   * - Cell Chain, Critical Path
     - clkdlybuf4s50_1 -> a222oi_1 -> nand2_1 -> clkdlybuf4s50_1
   * - VDD IR-drop max
     - 131.0 uV
   * - GP Congestion
     - 0.9201
   * - Flip-flops with a built-in enable
     - 0
   * - Count of antenna diodes in the layout
     - 0
   * - Number of buffers on the longest clock path
     - 2
   * - Vertical die size
     - 120.3 microns
   * - Crit path arrival time
     - 2.80 ns
   * - Leading post-synthesis cells by instance count
     - 67 x nand2_1, 50 x a22oi_1, 40 x a222oi_1, 38 x dfrtp_1, 32 x nor2_1
   * - Gr usage total
     - 22.19%
   * - Area of the chip
     - 14480 sq um
   * - Max-capacitance violation count
     - 0
   * - Initial antenna violation count
     - 0
   * - Worst-Margin Slew
     - 0.8275 ns
   * - Count of input and output buffers
     - 106
   * - Total congestion overflow after global routing
     - 0
   * - Number of antenna-violating nets in the routed design
     - 0
   * - Die W
     - 120.3 microns
   * - Critical path startpoint category
     - primary input
-- area by class of cell --
cell class | instances | area (sq um) | share of cell area [%]
well taps | 176 | 220.2 | 4.056
flip-flops and latches | 53 | 1345 | 24.78
repair buffers | 111 | 1099 | 20.23
multi-input cells | 369 | 2560 | 47.15
clock buffers | 6 | 138.9 | 2.558
inverters | 13 | 48.80 | 0.8988
clock inverters | 2 | 17.52 | 0.3227
-- worst min path at each step --
stage | cells past startpoint | to
CTS | 1 | SA.count[0]$_DFF_PP0_
global route | 2 | SA.grant_S$_DFFE_PP0P_
finish | 1 | SA.count[0]$_DFF_PP0_
-- registers in the layout (all words and copies together) (netlist names) --
signal / count
SA.select_E: 6
SA.select_N: 6
SA.select_W: 6
SA.grant_W: 1
SA.count: 3
ST.Select_N: 3
ST.Select_W: 3
ST.Select_S: 3
SA.grant_S: 1
SA.grant_N: 1
ST.Select_E: 3
SA.grant_L: 1
SA.select_S: 6
SA.select_L: 6
SA.grant_E: 1
ST.Select_L: 3
-- layer usage --
layer,share of wire [%],GRT usage [%],wire length [microns],vias up
li1,-,-,-,2046
met1,42,31.61,6510,2221
met5,0,1.471,0,-
met3,9.8,4.239,1527,41
met2,46,35.45,7242,315
met4,2.2,4.552,346,0
-- metrics by stage --
stage	power (mW)	std cells	hold WS, ns	worst slack [ns]
final	0.8162	730	0.5338	2.641
after global routing	0.8526	730	0.5758	2.575
after CTS	0.8195	730	0.5353	2.635
after detailed placement	0.5504	722	0.5270	2.641
after global placement	0.5499	722	0.5119	2.627
after floorplan	0.4389	476	0.4727	3.673
-- where the power goes --
group / switching, mW / leakage, nW / internal [mW]
Sequential: 0.0221 / 0.669 / 0.337
Clock: 0.120 / 0.0775 / 0.149
Combinational: 0.0856 / 1.41 / 0.102
Total: 0.228 / 2.15 / 0.588
-- cell families (layout without fill, tap and decap cells) --
group / after synthesis / in the layout / share of synthesized area [%]
compound gates: 188 / 188 / 36.33
fa+ha+maj: 6 / 6 / 1.816
buf+inv: 54 / 132 / 7.058
flops: 53 / 53 / 32.01
mux: 9 / 9 / 2.710
simple gates: 166 / 166 / 20.07
-- placed cells by master (no fill, tap or decap), types with 6 or more instances in the layout --
master	count
dfrtp_1	38
inv_1	12
nand2_1	67
a21oi_1	18
dfstp_2	15
nor3_1	13
o21ai_0	22
clkdlybuf4s50_1	106
a222oi_1	40
a31oi_1	6
a22o_1	9
nand2b_1	6
a22oi_1	50
nor2_1	32
-- worst register-to-register path: stages, from the launching register on --
cell and delay, ns:
dfrtp_1 0.54, inv_1 0.25, ha_1 0.52, a22oi_1 0.24
a31oi_2 0.74, mux2i_2 0.41, o22ai_2 0.18, nor4b_1 0.18
nor4_1 0.40, a31oi_1 0.13
No activity file was given, so power comes from the tool's default toggle rates.
